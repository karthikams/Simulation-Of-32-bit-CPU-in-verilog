`flow/run.sh`:
```
#!/bin/bash
# OpenROAD 26Q1-2900-gdf79404cd8, Yosys 0.63+post, stock flow scripts
make -C /OpenROAD-flow-scripts/flow DESIGN_CONFIG=/design/flow/config.mk WORK_HOME=/design/flow/orfs finish
```
`flow/config.mk`:
```
export PLATFORM = sky130hd
export DESIGN_NAME = delay_input3
export DESIGN_NICKNAME = delay_input3
export VERILOG_FILES = /design/flow/design.v
export SDC_FILE = /design/flow/constraint.sdc
export NUM_CORES = 4
export LEC_CHECK = 1
export CORE_AREA = 10 10 167 167
export DIE_AREA = 0 0 177 177
```
`flow/constraint.sdc`:
```
current_design delay_input3

set clk_period 1.0
set clk_io_pct 0.2

create_clock -name clk0 -period $clk_period [get_ports {clock}]

set non_clock_inputs [all_inputs -no_clocks]
set_input_delay [expr $clk_period * $clk_io_pct] -clock clk0 $non_clock_inputs
set_output_delay [expr $clk_period * $clk_io_pct] -clock clk0 [all_outputs]
```
`flow/design.v`:
```
module delay_input3(clock,multiply_d2,sum_d2,reg_rs1_d2,alu_out_d2,immediate_value_d2,opcode_d2,register_we_d2,rd_d2,DOut,reg_rs1_d3,alu_out_d3,immediate_value_d3,opcode_d3,rd_d3,register_we_d3,DOut_d3,sum_d3,multiply_d3);
output reg[31:0] reg_rs1_d3,alu_out_d3,immediate_value_d3, DOut_d3,sum_d3,multiply_d3;
output reg[5:0] opcode_d3;
output reg[4:0] rd_d3;
output reg register_we_d3;
input [31:0] reg_rs1_d2,alu_out_d2,immediate_value_d2, DOut,sum_d2,multiply_d2;
input [5:0] opcode_d2;
input [4:0] rd_d2;
input register_we_d2,clock;
always@(posedge clock)
begin
reg_rs1_d3 <= reg_rs1_d2;
alu_out_d3 <= alu_out_d2;
immediate_value_d3 <= immediate_value_d2;
DOut_d3 <= DOut;
opcode_d3 <= opcode_d2;
rd_d3 <= rd_d2;
register_we_d3 <= register_we_d2;
sum_d3 <= sum_d2;
multiply_d3 <= multiply_d2;
end
endmodule
```
==> results_dict.tcl <==
# implementation run metrics
set metrics [dict create \
    outcome "finished with violations" \
    violations "setup timing" \
    dieArea_sq_um 31300 \
    critPathTopFamily "flip-flops" \
    gr-usage-met2 0.164 \
    syn_avg_cell_area_sq_um 20.0 \
    yosysSeqAreaShare 1.00 \
    worstSetupPathType "reg -> out" \
    core-area_sq_um 24300 \
    fmax_ghz 0.883 \
    crit_required_ns 0.80 \
    arrival_ns 0.93 \
    drv_slew 0 \
    power_density_nw_per_um2 2180 \
    fp-row-count 57 \
    setup_viol 204 \
    drtIter0Drc 57 \
    logic_area_sq_um 0 \
    layout-drive-gt1-share 0.427 \
    power_leakage_nw 3.72 \
    post-route-period-util 1.13 \
    comb_cells 0 \
    areaGrowthSynthToFinish_pct 106 \
    cts_sinks 204 \
    rsz0062_at_grt "true" \
    startpoint_type "flip-flop" \
    yosysTopAreaCell "dfxtp_1" \
    ys_top_cells_by_area "dfxtp_1" \
    syn_inst 204 \
    grt.busiest_layer "met2" \
    yosys_warnings 1 \
    finish.utilization 0.346 \
    cts.clk_slew.worst_paths_ns 0.06 \
    p_sw_w 0.00359 \
    yosys_area_sq_um 4080 \
    cts_buffers 23 \
    port_buffers 408 \
    clock_path_buffers 3 \
    cts_root_buffer "clkbuf_16" \
    initial_utilization 0.168 \
    common_cells "dfxtp_1" \
    finalHoldViolations 0 \
    syn_area_sq_um 4080 \
    path_cells "buf_2" \
    fin_setup_tns_ns -20.75 \
    grt_pass1_vias 3404 \
    ff_type "dfxtp_1" \
    relSlewSlack 0.900 \
    die_w_um 177 \
    wl_per_cell_um 16.8 \
    gp_congestion 0.815 \
    tightest_slew_ns 0.150 \
    use_met1 0.110 \
    htreeDepth 1 \
    period_needed_ns 1.13 \
    edf_count 0 \
    post_cts.repair.setup_buffers 0 \
    ioPinCount 409 \
    warning_count 27 \
    hold_path_class "in -> reg" \
    viasPerCell 3.17 \
    dpl.hpwl_mm 13.3 \
    first_pass_iters 4 \
    synthArstFlopShare 0 \
    drc 0 \
    overflow 0 \
    end_kind "output pin" \
    ir_worst_vdd_mv 1.72 \
    cp_max_fo 1 \
    dpl_cell_area_sq_um 8570 \
    cts_tree "built" \
    diodes 0 \
    grt_start_max_net_pins 15 \
    top_cell_area_share 1.00 \
    intPower_w 0.0148 \
    drt-total-wl_mm 16.4 \
    use_met3 0.0579 \
    worst_slack_ns -0.133 \
    top_cell "dfxtp_1" \
    track_usage 0.100 \
    die_y_um 177 \
    cp_slowest_cell "dfxtp_2" \
    switching_share 0.196 \
    ys_types 1 \
    critPathBufInv 1 \
    drv_cap 0 \
    fillers 2440 \
    clkPwrFrac 0.464 \
    ant_nets 0 \
    fin_area_sq_um 8410 \
    cpPeakStageDelay_ns 0.31 \
    grt_first_pass_wirelength_mm 23.2 \
    antenna_found_initial 1 \
    synth_flops 204 \
    pwr-share-comb 0.064 \
    seqPwrFrac 0.472 \
    yosys-stat-cells 204 \
    num_vias 3104 \
]
==> layer usage <==
metal  wire length [um]  share of wire
met1               5800           0.35
met3               2270           0.14
met2               7800           0.48
met5                  0              0
met4                525          0.032
==> cell usage in the layout, fill, tap and decap left out <==
cell	instances
clkdlybuf4s50_1	204
buf_2	200
dfxtp_1	166
dfxtp_2	38
clkbuf_16	23
clkbuf_8	6
clkbuf_1	5
buf_6	4
inv_8	2
bufinv_16	2
clkinv_2	2
inv_6	1
clkinvlp_4	1
==> state kept, by name, summed over array words and instances, names as in the netlist <==
register and cells:
multiply_d3 32, rd_d3 5, immediate_value_d3 32, alu_out_d3 32, opcode_d3 6, reg_rs1_d3 32, register_we_d3 1, sum_d3 32
DOut_d3 32
==> cell families after synthesis <==
kind of cell  synth area share
flops                     1.00
==> power by group through the flow <==
stage                 combinational, W  sequential [W]  clock (W)
after CTS                      0.00122         0.00867    0.00884
after global routing           0.00130         0.00871    0.00914
final                          0.00118         0.00867    0.00852
==> through the flow <==
stage | power [W] | instances | hold slack, ns | worst slack [ns]
2_1_floorplan | 0.00873 | 204 | 0.228 | 0.538
3_3_place_gp | 0.0105 | 936 | 0.648 | -0.0292
3_5_place_dp | 0.0105 | 936 | 0.652 | -0.0289
4_1_cts | 0.0187 | 978 | 0.0900 | -0.177
5_1_grt | 0.0192 | 978 | 0.0983 | -0.178
6_report | 0.0184 | 978 | 0.127 | -0.133
==> area by class of cell <==
class,count,area (sq um),share of cell area
clock buffers,34,677,0.0805
clock inverters,8,109,0.0129
flip-flops and latches,204,4130,0.491
well taps,324,405,0.0482
repair buffers,408,3090,0.367
==> repair_timing <==
action,4_1_cts,5_1_grt
hold buffers,0,0
endpoints found under the setup margin,204,204
gates cloned,0,0
resized,689,18
pin swaps,0,0
==> final timing paths <==
kind,start,to,cells after the start
hold / removal,immediate_value_d2[27],immediate_value_d3[27]$_DFF_P_,1
setup / recovery,multiply_d3[4]$_DFF_P_,multiply_d3[4],1
Power and IR drop assume default switching activity.
