`./design.v`:
```
module instruction_register(opcode,rs1,rs2,rd,immediate_value,immediate_jump,rs_value,data_out,clock);
output reg[5:0]opcode;
output reg[4:0]rs1;
output reg[4:0]rs2;
output reg[4:0]rd;
output reg[15:0]immediate_value;
output reg[25:0]immediate_jump;
output reg[4:0] rs_value;
input [31:0] data_out;
input clock;
parameter NOP = 6'b0;
parameter ADD = 6'b1;
parameter SUB = 6'b10;
parameter STORE = 6'b11;
parameter LOAD= 6'b100;
parameter MOVE = 6'b101;
parameter SGE = 6'b110;
parameter SLE = 6'b111;
parameter SGT = 6'b1000;
parameter SLT = 6'b1001;
parameter SEQ = 6'b1010;
parameter SNE = 6'b1011;
parameter AND = 6'b1100;
parameter OR = 6'b1101;
parameter XOR= 6'b1110;
parameter NOT = 6'b1111;
parameter MOVEI = 6'b10000;
parameter SLI = 6'b10001;
parameter SRI = 6'b10010;
parameter ADDI = 6'b10011;
parameter SUBI = 6'b10100;
parameter JUMP = 6'b10101;
parameter BRA = 6'b10110;
parameter ADDF = 6'b10111;
parameter MULF = 6'b 11000;
always@(posedge clock)
begin
    opcode = data_out[31:26];
    if(opcode ==  ADD || opcode == SUB || opcode == SGE || opcode == SLE || opcode == SGT ||opcode == SLT || opcode == SEQ || 
        opcode == SNE || opcode == AND || opcode == OR || opcode == XOR ) 
    begin
    rs1 <= data_out[25:21];
    rs2 <= data_out[20:16];
    rd <= data_out[15:11];
    end
    else if(opcode == SLI || opcode == SRI ||  opcode == ADDI || opcode == SUBI || opcode == LOAD)
    begin
    immediate_value = data_out[15:0];
    rd  = data_out[20:16];
    rs1 = data_out[25:21];
    rs2 = 5'b11101;
    end
    else if(opcode == MOVE || opcode == NOT)
    begin
    rd = data_out[20:16];
    rs1 = data_out[25:21];
    end
    else if(opcode == MOVEI )
    begin
    rd = data_out[20:16];
    immediate_value = data_out[15:0];
    end
    else if(opcode == JUMP )
    begin
    immediate_jump = data_out[25:0];
    end
    else if(opcode == BRA )
    begin
    rs1 = data_out[25:21];
    rs_value = data_out[20:16];
    immediate_value = data_out[15:0];
    end  
 else if ( opcode == STORE )
 begin
 rs2  = data_out[20:16];
 rs1 <= data_out[25:21];
 rd <=  5'b11110;
 immediate_value = data_out[15:0];
 end
    else if(opcode == NOP) 
    begin  
    rs1 <= 5'b10011;
    rs2 <= 5'b11001;
    rd <=  5'b11011;
    end
    else if (opcode == ADDF)
    begin
    rs1 <= data_out[25:21];
    rs2 <= data_out[20:16];
    rd <= data_out[15:11];
    end
    else if (opcode == MULF)
    begin
    rs1 <= data_out[25:21];
    rs2 <= data_out[20:16];
    rd <= data_out[15:11];
    end
end
endmodule
```
`./run.sh`:
```
#!/bin/bash
# OpenROAD 26Q1-2900-gdf79404cd8, Yosys 0.63+post, stock flow scripts
make -C /OpenROAD-flow-scripts/flow DESIGN_CONFIG=/design/flow/config.mk WORK_HOME=/design/flow/orfs finish
```
`./config.mk`:
```
export PLATFORM = sky130hd
export DESIGN_NAME = instruction_register
export DESIGN_NICKNAME = instruction_register
export VERILOG_FILES = /design/flow/design.v
export SDC_FILE = /design/flow/constraint.sdc
export NUM_CORES = 4
export LEC_CHECK = 1
export CORE_UTILIZATION = 40
```
`./constraint.sdc`:
```
current_design instruction_register

set clk_period 5.3
set clk_io_pct 0.2

create_clock -name clk0 -period $clk_period [get_ports {clock}]

set non_clock_inputs [all_inputs -no_clocks]
set_input_delay [expr $clk_period * $clk_io_pct] -clock clk0 $non_clock_inputs
set_output_delay [expr $clk_period * $clk_io_pct] -clock clk0 [all_outputs]
```
==> ci_impl_report.md <==
## PnR job results

| Metric | Value |
|---|---|
| Lkg Pwr | `1.27 nW` |
| Final Hold Viols | `0` |
| Ratio of cells with drive above 1 in the final layout | `9.84%` |
| Startpoint Class | `input pin` |
| Comb pwr share | `9.8%` |
| Netlist cell types | `38` |
| Int Power | `0.896 mW` |
| Global-route wire length before repair | `7.97 mm` |
| Ys async rst share | `0%` |
| RD Place Congestion | `0.983` |
| Slowest cell on crit path | `a211oi_1` |
| Post-DP HPWL | `3.90 mm` |
| Crit path depth | `5` |
| Status | `completed` |
| H-tree levels | `3` |
| Largest fanout on the critical path | `14` |
| Top cells by area | `edfxtp_1 75%, dfxtp_1 4.8%, nand2_1 1.5%` |
| Fin cells | `329` |
| Flop pwr share | `55.4%` |
| HP Class | `in2reg` |
| HP Start | `data_out[10]` |
| Crit path largest cell delay | `0.67 ns` |
| Commonest cells after routing, fill and taps aside | `100 x clkdlybuf4s50_1, 62 x edfxtp_1, 10 x nand2_1` |
| Max-cap viol count | `0` |
| Total track usage | `17.5%` |
| Setup repair after global routing missed its margin | `false` |
| Hold_buf cts | `0` |
| DR vias/cell | `4.91` |
| CP Class | `in2reg` |
| Root Driver | `clkbuf_8` |
| Slew @ Worst Pin | `0.738 ns` |
| Post-Syn Area | `2490 um^2` |
| # rows | `28` |
| Residual DRC | `0` |
| Initial antenna violation count | `0` |
| Req. time, crit path | `5.26 ns` |
| Clk sinks | `68` |
| ANT nets after route | `0` |
| Die ar. | `6550 um^2` |
| Switching power | `0.223 mW` |
| Post-placement cell count | `313` |
| Yosys warnings | `1` |
| Pre-Place Util | `41.8%` |
| Slew Viols, Final | `0` |
| CP top delay family | `AND-OR/OR-AND gates` |
| First-pass detailed-route iteration total | `4` |
| Clock share of power | `34.8%` |
| Total congestion overflow | `0` |
| Fin Setup TNS | `0 ns` |
| Setup bufs post-CTS | `0` |
| Highest Clock Rate | `318 MHz` |
| Die Ht | `80.9 um` |
| VDD IR max | `211 uV` |
| Port Buffer Count | `100` |
| Core area | `5960 um^2` |
| Gate Count Post-Synth | `143` |
| Tmin final | `3.15 ns` |
| Sequential share of the synthesized area | `79.6%` |
| Vias in the first global route | `1,580` |
| Clock Path Buffers | `2` |
| Fin area | `3730 um^2` |
| Switching part of the total | `19.9%` |
| Log Warnings | `25` |
| Width of the die | `80.9 um` |
| Ports | `101` |
| Most frequent logic cell in the layout | `clkdlybuf4s50_1` |
| Synth area leader | `edfxtp_1` |
| Fin crit share | `59.4%` |
| Post-synth EDFFs | `62` |
| Antenna fix cells | `0` |
| CTS tree | `done` |
| Final WL | `5.26 mm` |
| Synthesized registers | `68` |
| Arrival @ worst endpoint | `3.11 ns` |
| Register clock-pin slew on the reported worst setup and hold paths | `0.07 ns` |
| Crit path from | `data_out[26]` |
| Buf/Inv on CP | `1` |
| Rel. slew slack | `50.8%` |
| Area Overhead vs Synth | `49.7%` |
| Routed vias | `1,614` |
| Area leader share | `74.7%` |
| Worst path cell trace | `clkdlybuf4s50_1 -> or2_0 -> nand2_1 -> o311ai_0 -> a211oi_1` |
| Dominant flop cell | `edfxtp_1` |
| # resized after CTS | `0` |
| Yosys cell count | `143` |
| Avg Cell Area, Syn | `17.4 um^2` |
| Power per Cell Area | `300 nW/um^2` |
| Placed Area | `3550 um^2` |
| Crit path to | `rs2[1]` |
| Largest net degree at the start of global routing | `18` |
| Routed len/inst | `16.0 um` |
| Crit end category | `flip-flop` |
| Cts bufs inserted | `9` |
| Final setup vio count | `0` |
| Yosys chip area | `2490 um^2` |
| 1st-iter DRT viols | `59` |
==> synth_stat cells (3+ instances only) <==
| cell | count |
|---|---|
| a21oi_1 | 5 |
| and2_1 | 3 |
| dfxtp_1 | 6 |
| edfxtp_1 | 62 |
| nand2_1 | 10 |
| nand2b_1 | 6 |
| nand3_1 | 3 |
| nor2_1 | 4 |
| nor2b_1 | 4 |
| o21ai_0 | 6 |
| o22a_2 | 3 |
==> flip-flops by register name, summed over array words and instances (netlist names) <==
signal / count
immediate_jump: 26
rs_value: 5
immediate_value: 16
rd: 5
opcode: 6
rs1: 5
rs2: 5
==> routing by layer <==
layer	share of wire (%)	GRT usage, %	up-vias
li1	-	-	764
met1	44	29.7	755
met2	46	25.0	90
met3	8.9	4.90	5
met4	1.0	3.93	0
met5	0	0	-
==> cell families after synthesis <==
logic type | synth area share, %
xor gates and xnor gates | 0.352
DFF | 79.6
buffers and inverters | 2.06
and+or+nand+nor | 10.2
muxes | 0.402
AOI/OAI and AO/OA | 7.38
==> metrics by stage <==
step / power [mW] / hold WS, ns / util (%) / worst slack, ns
2_1_floorplan: 0.659 / 1.09 / - / 2.68
3_3_place_gp: 0.740 / 1.64 / 59.5 / 1.95
3_5_place_dp: 0.742 / 1.65 / 59.5 / 1.85
4_1_cts: 1.14 / 1.29 / 62.6 / 2.21
5_1_grt: 1.17 / 1.29 / 62.6 / 1.96
6_report: 1.12 / 1.32 / 62.6 / 2.15
==> layout make-up <==
type / count / area, um^2
tap: 75 / 93.8
clock buffer: 10 / 128
multi-input combinational: 68 / 458
clock inverter: 6 / 55.1
timing repair buffer: 101 / 1010
inverter: 1 / 3.75
sequential: 68 / 1980
fill: 437 / 2230
==> power groups by stage <==
stage / logic [mW] / clock network (mW) / registers [mW]
5_1_grt: 0.120 / 0.430 / 0.622
6_report: 0.110 / 0.389 / 0.620
4_1_cts: 0.110 / 0.406 / 0.620
==> worst min-delay path by stage <==
stage / to / cells past startpoint
4_1_cts: immediate_value[10] / 1
6_report: immediate_value[10] / 1
5_1_grt: immediate_value[10] / 1
Power is estimated from default activity; no workload was simulated.
